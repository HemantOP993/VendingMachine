`design/flow/config.mk`:
```
export PLATFORM = sky130hd
export DESIGN_NAME = topmodule
export DESIGN_NICKNAME = topmodule
export VERILOG_FILES = /design/flow/design.v
export SDC_FILE = /design/flow/constraint.sdc
export NUM_CORES = 4
export LEC_CHECK = 1
export CORE_AREA = 10 10 109 109
export DIE_AREA = 0 0 119 119
```
`design/flow/constraint.sdc`:
```
current_design topmodule

set clk_period 2.0
set clk_io_pct 0.2

create_clock -name clk0 -period $clk_period [get_ports {clk}]

set non_clock_inputs [all_inputs -no_clocks]
set_input_delay [expr $clk_period * $clk_io_pct] -clock clk0 $non_clock_inputs
set_output_delay [expr $clk_period * $clk_io_pct] -clock clk0 [all_outputs]
```
`design/flow/design.v`:
```
module Controller(
        input clk,reset,
        input in,
        input cancel,error,
        output reg ldM,check,RC,canceled,
        output reg start,done,
        output reg [2:0] state);
        parameter S0=0,S1=1,S2=2,S3=3,S4=4,S5=5;
         always @(*) begin
                start = 0 ; ldM =0;check =0;RC =0;canceled =0;done =0;
                case(state) 
                    S0: start = 1;
                    S1: ldM = 1;
                    S2: check =1;
                    S3: RC =1;
                    S4: canceled =1;
                    S5: done =1;
                endcase
         end
         always @(posedge clk or posedge reset) begin
                    if(reset) begin
                        state <= S0;
                    end
                    else begin
                        case(state) 
                            S0: state <= in ? S1:S0;   
                            S1: state <= in ? S1:S2;   
                            S2: begin
                                    if(cancel || error) begin
                                           state <= S4;
                                    end
                                    else 
                                           state <= S3;
                            end
                            S3: state <= S5;
                            S4: state <= S5;
                            S5: state <= S5;
                            default : state <= S0;
                        endcase
                   end
         end
endmodule
module datapath(
    input clk, reset,
    input [2:0] money,
    input [1:0] Psel,
    input ldM, check, RC, canceled,
    output  dispense, 
    output error,
    output [31:0] item_price_flat,  
    output [7:0] total_balance,
    output [7:0] Return_change
);
    Set_price mod1(clk, reset, item_price_flat);
    totalMoney mod2(clk, reset, ldM, money, total_balance);
    comparator mod3(clk, reset, check, total_balance, item_price_flat, Psel, dispense, error);
    change     mod4(clk, reset, RC, canceled, total_balance, item_price_flat, Psel, Return_change);
endmodule
module Set_price(
    input clk, reset,
    output reg [31:0] item_price_flat
);
    always @(posedge clk or posedge reset) begin
        if (reset) begin
            item_price_flat[7:0]   <= 5;    
            item_price_flat[15:8]  <= 7;    
            item_price_flat[23:16] <= 8;    
            item_price_flat[31:24] <= 10;   
        end
    end
endmodule
module totalMoney(
    input clk, reset, ldM,
    input [2:0] money,
    output reg [7:0] total_balance
);
    always @(posedge clk or posedge reset) begin
        if (reset)
            total_balance <= 0;
        else if (ldM)
            total_balance <= total_balance + money;
    end
endmodule 
module comparator(
    input clk, reset, check,
    input [7:0] total_balance,
    input [31:0] item_price_flat,
    input [1:0] Psel,
    output reg dispense,
    output reg error
);
    reg [7:0] selected_price;
    always @(*) begin
        if (reset) begin
            dispense <= 0;
            error <= 0;
        end else if (check) begin
            case (Psel)
                2'b00: selected_price = item_price_flat[7:0];
                2'b01: selected_price = item_price_flat[15:8];
                2'b10: selected_price = item_price_flat[23:16];
                2'b11: selected_price = item_price_flat[31:24];
            endcase
            if (total_balance >= selected_price)
                dispense <= 1;
            else
                error <= 1;
        end
    end
endmodule
module change(
    input clk, reset, RC, canceled,
    input [7:0] total_balance,
    input [31:0] item_price_flat,
    input [1:0] Psel,
    output reg [7:0] Return_change
);
    reg [7:0] selected_price;
    always @(*) begin
        if (reset) begin
            Return_change <= 0;
        end 
        else if (canceled) begin
            Return_change <= total_balance;  
        end
        else if (RC) begin
            case (Psel)
                2'b00: selected_price = item_price_flat[7:0];
                2'b01: selected_price = item_price_flat[15:8];
                2'b10: selected_price = item_price_flat[23:16];
                2'b11: selected_price = item_price_flat[31:24];
            endcase
            Return_change <= total_balance - selected_price;
        end 
    end
endmodule
module topmodule(
        input clk,reset,
        input [2:0] money,
        input [1:0] Psel,
        input cancel,in,
        output  dispense,
        output  start,done,
        output ldM,check,RC,canceled,error,
        output [31:0] item_price_flat,
        output [7:0] total_balance,
        output [7:0] Return_change,
        output [2:0] state);
        datapath mod1(clk,reset,money,Psel,ldM,check,RC,canceled,dispense,error,item_price_flat,total_balance,Return_change);
        Controller mod2(clk,reset,in,cancel,error,ldM,check,RC,canceled,start,done,state);
endmodule
```
`design/flow/run.sh`:
```
#!/bin/bash
# OpenROAD 26Q1-2900-gdf79404cd8, Yosys 0.63+post, stock flow scripts
make -C /OpenROAD-flow-scripts/flow DESIGN_CONFIG=/design/flow/config.mk WORK_HOME=/design/flow/orfs finish
```
==> impl_metrics.ini <==
; physical design summary
[run_status]
outcome = finished clean

[clock_tree]
cts_tree = built
root_buffer = clkbuf_8
cts_buffers = 3
cts.clk_slew.worst_paths_ns = 0.05
htree_levels = 1
holdBufCountCts = 0
insertion_delay_ns = 0.24
cts_buffer_depth = 2

[final_timing]
setup-tns-final_ns = 0
slew-limit-headroom = 0.5827
finalSetupViolations = 0
skew_ns = 0.004022
clock.fmax_ghz = 0.5202
rsz0062_at_grt = false
worst_pin_slew_ns = 0.6211
layout_min_cycle_time_ns = 1.922
untimed_endpoints = 20
finalHoldViolCount = 0
slew_viol_final = 0
unclocked_regs = 10
min_period_over_period = 0.9612

[critical_path]
reg2reg_depth = 6
rr_startpoint = mod1.mod2.total_balance[1]$_DFFE_PP0P_
cp.required_ns = 1.60
r2r-end = mod1.mod2.total_balance[6]$_DFFE_PP0P_
critPathMaxFanout = 6
slowest_stage = clkdlybuf4s50_1
arrival_ns = 1.52
endpoint_kind = primary output
r2r_slack_ns = 0.32
path_class = reg2out
crit_chain = buf_6, nor3b_2, buf_4, clkdlybuf4s50_1
slowest_delay_ns = 0.46
critPathLaunchType = register
critical_path.startpoint = mod2.state[0]$_DFF_PP0_
crit_path_end = canceled

[detailed_routing]
drt-total-wl_um = 3487
drt_iter0_markers = 22
wire_per_inst_um = 10.38
dr.pass1.iters = 4
vias_per_cell = 3.208
vias = 1078
antennaDiodeCount = 0
drc = 0
antenna_left = 0

[global_routing]
grt-ovfl-total = 0
grt_use_total = 0.04729
grt_pass1_wl_um = 5747
grt_max_degree = 16
grt_pass1_vias = 1160
antenna_found_initial = 0

[layout]
lay_top_count = clkdlybuf4s50_1
regArea_um2 = 425.4
lay_top_cells = clkdlybuf4s50_1 (34), conb_1 (32), nor2_1 (14)
drive_gt1_frac = 0.1232
combGateArea_um2 = 749.5
fillCellCount = 1085
area_growth_pct = 39.72

[power]
p_per_area_mw_per_mm2 = 1212
worst_ir_drop_vdd_mv = 0.2672
power_uw = 2267
p_leak_uw = 0.0008260

[logic_synthesis]
flop_cell = dfrtp_1
synth_area_leader_cell = dfrtp_1
yosys_warnings = 5
syn_inst = 158
topCellsByArea = dfrtp_1 (21%), buf_4 (18%), dlxtn_1 (11%)
ys.flops = 21
syn_area_mm2 = 0.001339
netlist.area_leader.share = 0.2056
edf_count = 0
synthArstFlopShare = 0.5238
yosys_area_mm2 = 0.001339
avgSynthCellArea_um2 = 8.473
synth.distinct_cells = 36
ys_cells = 158

[place]
hpwl_um = 3040
place_congestion = 0.8505
port_buffers = 35

[die]
dieHeight_um = 119
dieWidth_um = 119
die_area_mm2 = 0.01416
rows = 36
fp_util = 0.1389
core_area_mm2 = 0.009639
ioPinCount = 68

[flow_run]
cap_violations = 0
warnings = 25

[worst_hold_path]
min_path_type = in2async
==> registers in the layout, indices dropped and copies added, names as in the netlist <==
| register | cells |
|---|---|
| mod2.state | 3 |
| mod1.mod3.dispense | 1 |
| mod1.mod2.total_balance | 8 |
| mod1.mod3.error | 1 |
| mod1.mod4.Return_change | 8 |
==> cells in the mapped netlist (all sizes together), types with 4 or more instances <==
cell   instances
xnor2          5
inv           12
ha             7
nand2          4
buf           34
nor4           4
nor3           6
xor2           4
nor2          16
o21ai          6
a21oi          8
dfrtp         11
dlxtn         10
==> repair_timing <==
action,CTS,global route
endpoints found under the setup margin,2,3
pin swaps,1,1
resized,4,4
setup buffers,1,0
==> how the worst min path moves through the flow <==
| stage | from | endpoint | slack [ns] | cells past startpoint |
|---|---|---|---|---|
| finish | reset | mod1.mod2.total_balance[5]$_DFFE_PP0P_ | 0.55 | 2 |
| CTS | reset | mod1.mod2.total_balance[5]$_DFFE_PP0P_ | 0.56 | 2 |
| global route | mod1.mod2.total_balance[6]$_DFFE_PP0P_ | mod1.mod2.total_balance[6]$_DFFE_PP0P_ | 0.62 | 1 |
==> layer usage <==
layer / GRT usage / part of all wire / wire (um) / up-vias
li1: - / - / - / 554
met1: 0.05674 / 0.43 / 1488 / 484
met2: 0.08610 / 0.50 / 1760 / 38
met3: 0.009113 / 0.052 / 181 / 2
met4: 0.008397 / 0.016 / 57 / 0
met5: 0 / 0 / 0 / -
==> power by group <==
group | switching, uW | internal (uW) | total (uW)
clock network | 82.3 | 137 | 219
logic | 620 | 824 | 1440
registers | 180 | 425 | 604
total | 882 | 1390 | 2270
==> critical path: cells and delay by family (launching register included) <==
| family | cells | cell delay [ns] |
|---|---|---|
| buffers and inverters | 3 | 0.75 |
| flip-flops | 1 | 0.39 |
| AND/OR/NAND/NOR | 1 | 0.15 |
==> per-stage QoR <==
step | cell area (um^2) | util | hold WS (ns) | setup WS [ns] | cells
finish | 1871 | 0.1941 | 0.5505 | 0.07768 | 336
floorplan | 1451 | - | 0.4844 | 0.4038 | 188
global placement | 1789 | 0.1856 | 0.5564 | -0.1272 | 331
global route | 1871 | 0.1941 | 0.6206 | 0.002435 | 336
detailed placement | 1789 | 0.1856 | 0.5618 | -0.1501 | 331
CTS | 1854 | 0.1924 | 0.5635 | 0.0003921 | 336
==> layout make-up <==
type                       instances  area share
multi-input combinational        120      0.4007
clock buffer                       3     0.02207
sequential                        21      0.2274
timing repair buffer              46      0.2328
inverter                          12     0.02542
tap                              133     0.08896
clock inverter                     1    0.002676
==> cells by family after synthesis <==
| family | after synthesis | share of synthesized area |
|---|---|---|
| XOR/XNOR | 9 | 0.05887 |
| other | 2 | 0.005610 |
| adder cells (fa/ha/maj) | 9 | 0.09533 |
| AND-OR/OR-AND | 24 | 0.1131 |
| latches | 10 | 0.1121 |
| AND/OR/NAND/NOR | 44 | 0.1701 |
| multiplexers | 2 | 0.01589 |
| buffers and inverters | 47 | 0.2234 |
| flip-flops | 11 | 0.2056 |
Power and IR drop assume default switching activity.
